`./design.v`:
```
module Permute (
    clock,
    reset,
    op_code,
    instr_format,
    dest_reg_addr,
    src_reg_a,
    src_reg_b,
    imm_value,
    enable_reg_write,
    wb_data,
    wb_reg_addr,
    wb_enable_reg_write,
    branch_is_taken,
    delayed_rt_addr,
    delayed_enable_reg_write
);
  input clock, reset;
  input [0:10] op_code;
  input [2:0] instr_format;
  input [0:6] dest_reg_addr;
  input [0:127] src_reg_a, src_reg_b;
  input [0:17] imm_value;
  input enable_reg_write;
  input branch_is_taken;
  output logic [0:127] wb_data;
  output logic [0:6] wb_reg_addr;
  output logic wb_enable_reg_write;
  logic [3:0][0:127] delayed_rt_data;
  output logic [3:0][0:6] delayed_rt_addr;
  output logic [3:0] delayed_enable_reg_write;
  logic [  6:0] i;
  logic [0:127] temporary_variable;
  always_comb begin
    wb_data = delayed_rt_data[2];
    wb_reg_addr = delayed_rt_addr[2];
    wb_enable_reg_write = delayed_enable_reg_write[2];
  end
  always_ff @(posedge clock) begin
    if (reset == 1) begin
      delayed_rt_data[3] <= 0;
      delayed_rt_addr[3] <= 0;
      delayed_enable_reg_write[3] <= 0;
      for (i = 0; i < 3; i = i + 1) begin
        delayed_rt_data[i] <= 0;
        delayed_rt_addr[i] <= 0;
        delayed_enable_reg_write[i] <= 0;
      end
      temporary_variable <= 0;
    end else begin
      delayed_rt_data[3] <= delayed_rt_data[2];
      delayed_rt_addr[3] <= delayed_rt_addr[2];
      delayed_enable_reg_write[3] <= delayed_enable_reg_write[2];
      delayed_rt_data[2] <= delayed_rt_data[1];
      delayed_rt_addr[2] <= delayed_rt_addr[1];
      delayed_enable_reg_write[2] <= delayed_enable_reg_write[1];
      delayed_rt_data[1] <= delayed_rt_data[0];
      delayed_rt_addr[1] <= delayed_rt_addr[0];
      delayed_enable_reg_write[1] <= delayed_enable_reg_write[0];
      if (instr_format == 0 && op_code == 0) begin
        delayed_rt_data[0] <= 0;
        delayed_rt_addr[0] <= 0;
        delayed_enable_reg_write[0] <= 0;
      end else begin
        delayed_rt_addr[0] <= dest_reg_addr;
        delayed_enable_reg_write[0] <= enable_reg_write;
        if (branch_is_taken) begin
          delayed_rt_data[0] <= 0;
          delayed_rt_addr[0] <= 0;
          delayed_enable_reg_write[0] <= 0;
        end else if (instr_format == 0) begin
          case (op_code)
            11'b00111011011: begin
              int shift_amount;
              shift_amount = src_reg_b[29:31];
              delayed_rt_data[0] <= src_reg_a << shift_amount;
            end
            11'b00111011111: begin
              int shift_amount;
              shift_amount = src_reg_b[27:31] * 8;
              delayed_rt_data[0] <= src_reg_a << shift_amount;
            end
            11'b00111011100: begin
              temporary_variable = src_reg_b[28:31];
              for (int b = 0; b <= 15; b++) begin
                if (b + temporary_variable < 16) begin
                  for (int i = b * 8; i < (b * 8 + 8); i++) begin
                    delayed_rt_data[0][i] = src_reg_a[i+temporary_variable*8];
                  end
                end else begin
                  for (int i = b * 8; i < (b * 8 + 8); i++) begin
                    delayed_rt_data[0][i] = src_reg_a[i+temporary_variable*8-16*8];
                  end
                end
              end
            end
          endcase
        end else if (instr_format == 2) begin
          case (op_code)
            11'b00111011011: begin
              int shift_amount;
              int new_index;
              shift_amount = imm_value & 7'b0000111;
              for (int i = 0; i < 128; i++) begin
                delayed_rt_data[0][i] = 0;
              end
              for (int b = 0; b < 128; b++) begin
                new_index = b + shift_amount;
                if (new_index < 128) begin
                  delayed_rt_data[0][b] = src_reg_a[new_index];
                end
              end
            end
            11'b00111111011: begin
              int shift_amount;
              int new_index;
              shift_amount = imm_value & 7'b0001111;
              for (int i = 0; i < 128; i++) begin
                delayed_rt_data[0][i] = 0;
              end
              for (int b = 0; b < 128; b = b + 1) begin
                new_index = b + shift_amount;
                if (new_index < 128) begin
                  delayed_rt_data[0][b] = src_reg_a[new_index];
                end
              end
            end
            11'b00111111111: begin
              int shift_amount;
              shift_amount = imm_value & 7'b0001111;
              for (int i = 0; i < 128; i++) begin
                delayed_rt_data[0][i] = 0;
              end
              for (int b = 0; b < 16; b++) begin
                if (b + shift_amount < 16) begin
                  for (int i = 0; i < 8; i++) begin
                    delayed_rt_data[0][b*8+i] = src_reg_a[(b+shift_amount)*8+i];
                  end
                end
              end
            end
            11'b00111001111: begin
              int bit_shift_count;
              bit_shift_count = src_reg_b[24:28];
              for (int i = 0; i < 128; i++) begin
                delayed_rt_data[0][i] = 8'h00;
              end
              for (int b = 0; b < 16; b = b + 1) begin
                if (b + bit_shift_count < 16) begin
                  delayed_rt_data[0][b*8+:8] = src_reg_a[(b+bit_shift_count)*8+:8];
                end
              end
            end
            11'b00111111100: begin
              int rotation_amount;
              rotation_amount = imm_value & 7'b0001111;
              for (int i = 0; i < 128; i++) begin
                delayed_rt_data[0][i] = 0;
              end
              for (int b = 0; b < 16; b++) begin
                if (b + rotation_amount < 16) begin
                  for (int i = 0; i < 8; i++) begin
                    delayed_rt_data[0][b*8+i] = src_reg_a[(b+rotation_amount)*8+i];
                  end
                end else begin
                  for (int i = 0; i < 8; i++) begin
                    delayed_rt_data[0][b*8+i] = src_reg_a[(b+rotation_amount-16)*8+i];
                  end
                end
              end
            end
            11'b00111001100: begin
              int bit_shift_count;
              bit_shift_count = src_reg_b[24:28];
              for (int i = 0; i < 128; i++) begin
                delayed_rt_data[0][i] = 0;
              end
              for (int b = 0; b < 16; b = b + 1) begin
                if (b + bit_shift_count < 16) begin
                  delayed_rt_data[0][b*8+:8] = src_reg_a[(b+bit_shift_count)*8+:8];
                end else begin
                  delayed_rt_data[0][b*8+:8] = src_reg_a[(b+bit_shift_count-16)*8+:8];
                end
              end
            end
            default begin
              delayed_rt_data[0] = 0;
              delayed_rt_addr[0] = 0;
              delayed_enable_reg_write[0] = 0;
            end
          endcase
        end
      end
    end
  end
endmodule
```
`./constraint.sdc`:
```
current_design Permute

set clk_period 25.3
set clk_io_pct 0.2

create_clock -name clk0 -period $clk_period [get_ports {clock}]

set non_clock_inputs [all_inputs -no_clocks]
set_input_delay [expr $clk_period * $clk_io_pct] -clock clk0 $non_clock_inputs
set_output_delay [expr $clk_period * $clk_io_pct] -clock clk0 [all_outputs]
```
`./run.sh`:
```
#!/bin/bash
# OpenROAD 26Q1-2900-gdf79404cd8, Yosys 0.63+post, stock flow scripts
make -C /OpenROAD-flow-scripts/flow DESIGN_CONFIG=/design/flow/config.mk WORK_HOME=/design/flow/orfs finish
```
`./config.mk`:
```
export PLATFORM = sky130hd
export DESIGN_NAME = Permute
export DESIGN_NICKNAME = Permute
export VERILOG_FILES = /design/flow/design.v
export SDC_FILE = /design/flow/constraint.sdc
export NUM_CORES = 4
export LEC_CHECK = 1
export CORE_UTILIZATION = 30
```
==> run summary <==
Synthesis and PnR results.

- The run finished with clean final reports.
- The I/O pin count is 467.
- The starting density of the core reads 30.2%.
- The cell type contributing the most total cell area after synthesis reads sky130_fd_sc_hd__mux4_2.
- For the finished layout, the period the worst path requires is 10.51 ns.
- For reference, the final report shows the max-slew violation count at 0.
- The dominant synthesized flop cell reads sky130_fd_sc_hd__dfxtp_1.
- The share of the synthesized area in the top cell type is 28.7%.
- The first-pass iteration count of the detailed router is 9.
- For this block, the via count after detailed routing is 72423.
- The post-CTS resize count is 0.
- The CTS log lists the clock sinks for this run as 384.
- Routability-driven placement finished with a final weighted congestion of 1.17.
- The clock latency of the later-clocked register in the worst-skew pair is 0.69 ns.
- In this run the critical register-to-register path is captured at delayed_rt_data[121]$_SDFFE_PP0P_.
- The critical path capture point reads delayed_rt_data[37]$_SDFFE_PP0P_.
- In the Yosys stats the netlist draws on 99 distinct library cells.
- The number of nets still failing antenna checks after routing reads 0.
- The placed instance count is 9763.
- The clock transition at the register clock pins on the worst setup and hold paths after CTS is 0.06 ns.
- The worst setup path is launched from an input port.
- The area growth from synthesis to final layout is 14.2%.
- The total of flip-flops plus latches after synthesis reads 384.
- The count of routing violations after the opening detailed-route iteration reads 9914.
- The leftover overflow at the end of global routing reads 0.
- For reference, the critical path cell chain is clkbuf_8 > inv_2 > buf_4 > ha_4 > buf_4 > buf_4 > mux4_2 > mux4_2 > inv_1 > o21ai_0 > a2111oi_1 > buf_4 > o21ai_0.
- Cells with a size suffix above 1 make up 28.0% of the layout.
- Clock tree synthesis inserted a total of 44 buffers.
- The worst setup path is of the in -> reg kind.
- The summed negative setup slack over all endpoints reads 0 ns.
- The required time of the critical path is 25.78 ns.
- Setup repair after global routing left no endpoint under its margin.
- The clock passes through at most 3 buffers.
- The number of warnings the tools reported reads 214.
- The pre-CTS worst setup slack is 14.30 ns.
- The kind of cell adding the most delay to the critical path reads buffers and inverters.
- The period utilization is 41.5%.
- The utilization after layout is 34.5%.
- The total cell area reported by yosys after synthesis is 0.0626 mm².
- The hold violation count in the final report is 0.
- The number of port buffers is 284.
- The endpoint type of the worst setup path reads a flip-flop.
- The summed instance area of the synthesized netlist reads 0.0626 mm².
- The largest single stage delay on the critical path is 0.75 ns.
- The worst max-slew margin expressed relative to the limit reads 13.7%.
- The transition at the pin with the smallest max-transition slack reads 1.29 ns.
- In this run the number of H-tree levels came out at 2.
- According to the timing report, the critical path is launched from imm_value[16].
- The mean area per synthesized cell reads 8.84 µm².
- The path class of the lowest-slack min-delay path reads reg -> reg.
- The largest net degree at the start of global routing reads 115.
- The chip footprint is 0.211 mm².
- The first global-routing pass estimated 697000 µm of wire.
- The report puts the cell count of the worst reg-to-reg path at 4.
- The cell at the slowest stage of the critical path is sky130_fd_sc_hd__ha_4.
- The final cell count without fillers is 10018.
- The yosys stat cell total is 7081.
- The sequential share of the synthesized area is 12.3%.
- The script logs the ratio of routed vias to standard cells as 7.23.
- The proportion of synthesized flip-flops having asynchronous set or reset is 0%.
- In this run the power density over the cells is 45.1 mW/mm².
- The count of hold buffers inserted by post-cts repair reads 0.
- The number of global-route vias before repair reads 65972.
- The register-to-register path setup slack reads 23.70 ns.
- The standard-cell row count reads 167.
- The synthesis report lists the most area-consuming cells as sky130_fd_sc_hd__mux4_2 29%, sky130_fd_sc_hd__dfxtp_1 12%, sky130_fd_sc_hd__mux2i_1 11%.
- The die extent in y is 459 µm.
- The launch point of the worst min-delay path is recorded as delayed_rt_data[140]$_SDFF_PP0_.
- The maximum VDD drop reads 0.0000450 V.
- The total buffers and inverters traversed by the critical path is 7.
- TritonRoute output was used to compute an average wire per cell of 54.8 µm.
- The warning tally printed by Yosys for this design is 1.
- The critical-path maximum fanout reads 46.
- The most used cell along the critical path reads sky130_fd_sc_hd__buf_4.
- Per the OpenROAD floorplan log, the area of the core is 0.207 mm².
- The sum of net half-perimeters after detailed placement reads 398000 µm.
- The final setup violation count is 0.
- The reported leakage power reads 26.0 nW.
- The most numerous cell in the Yosys netlist is sky130_fd_sc_hd__mux4_2.
- The tally of max-capacitance violations is 0.
- The fmax reads 95.2 MHz.
- Data on the critical path arrives at its endpoint at 10.99 ns.
- The commonest cells after synthesis are 799 x sky130_fd_sc_hd__mux4_2, 657 x sky130_fd_sc_hd__mux2i_1, 654 x sky130_fd_sc_hd__nor2_1.
- The synthesized instance count is 7081.
- The routed wire length reads 549000 µm.
- The total setup buffers inserted after CTS is 0.
- TritonCTS built the clock tree.
- Overall routing resource usage recorded by global route was 52.9%.
- The DRC violations left is 0.
- The final layout report lists a filler cell count of 21191.
- The initial antenna violation count is 126.
- The x dimension of the die reads 459 µm.
- Counting buffers and inverters, the worst setup path is 13 cells deep.
- The critical path in the final layout is reported with a setup slack of 14.79 ns.
- Per the timing report, the most critical flop-to-flop path originates at delayed_rt_data[121]$_SDFFE_PP0P_.
- The library cell used as clock root buffer reads sky130_fd_sc_hd__clkbuf_16.
- For the final database, setup skew stands at 0.0746 ns.
- The synthesized design contains 0 enable-type register cells.
==> state kept, by name, indices dropped and copies added (netlist names) <==
| signal | flops |
|---|---|
| delayed_rt_data | 256 |
| wb_data | 128 |
==> cell usage in the layout (no fill, tap or decap), types with 251 or more instances in the layout <==
| cell | synthesis | routed |
|---|---|---|
| sky130_fd_sc_hd__buf_4 | 225 | 671 |
| sky130_fd_sc_hd__mux2_2 | 251 | 251 |
| sky130_fd_sc_hd__mux2i_1 | 657 | 655 |
| sky130_fd_sc_hd__mux4_2 | 799 | 799 |
| sky130_fd_sc_hd__nor2_1 | 654 | 647 |
| sky130_fd_sc_hd__o21ai_0 | 391 | 383 |
| sky130_fd_sc_hd__clkdlybuf4s50_1 | 0 | 272 |
| sky130_fd_sc_hd__nor2b_1 | 302 | 302 |
| sky130_fd_sc_hd__a21oi_1 | 481 | 473 |
| sky130_fd_sc_hd__dfxtp_1 | 384 | 384 |
| sky130_fd_sc_hd__nand2_1 | 517 | 516 |
==> logic make-up (layout without fill, tap and decap cells) <==
| family | count (synthesis) | in the layout | synth area share, % |
|---|---|---|---|
| other cells | 1 | 216 | 0.00599 |
| fa+ha+maj | 73 | 73 | 1.46 |
| mux | 1709 | 1709 | 43.8 |
| flops | 384 | 384 | 12.3 |
| compound gates | 1856 | 1856 | 19.3 |
| buf+inv | 1196 | 1130 | 9.13 |
| simple gates | 1822 | 1822 | 13.4 |
| xor+xnor | 40 | 40 | 0.589 |
==> cell type report <==
cell class,instances,area (µm²),area share [%]
Multi-Input combinational cell,5540,50000,69.9
Clock inverter,27,395,0.553
Tap cell,2788,3490,4.88
Timing Repair Buffer,958,7980,11.2
Antenna cell,176,440,0.616
Clock buffer,52,1180,1.65
Sequential cell,384,7690,10.7
Inverter,93,352,0.492
==> through the flow <==
step	power, mW	hold WS [ns]	area (µm²)
3_5_place_dp	2.40	0.422	69500
2_1_floorplan	1.66	0.414	62800
3_3_place_gp	2.41	0.418	69500
6_report	3.22	0.388	71500
5_1_grt	3.26	0.405	71100
4_1_cts	3.12	0.395	71100
==> power breakdown <==
part | internal [mW] | switching [mW]
combinational | 0.658 | 1.23
sequential | 0.612 | 0.00622
clock | 0.398 | 0.317
==> per-layer routing <==
| layer | up-vias | routed length (µm) | track usage (%) |
|---|---|---|---|
| li1 | 27137 | - | - |
| met1 | 36120 | 190000 | 59.2 |
| met2 | 7137 | 206000 | 64.7 |
| met3 | 1932 | 98200 | 40.6 |
| met4 | 97 | 51800 | 41.4 |
| met5 | - | 2490 | 10.9 |
==> worst min path at each step <==
stage	depth (start not counted)	slack (ns)	endpoint
CTS	1	0.40	wb_data[115]$_SDFF_PP0_
global route	1	0.40	wb_data[125]$_SDFF_PP0_
finish	1	0.39	wb_data[115]$_SDFF_PP0_
Power is estimated from default activity; no workload was simulated.
