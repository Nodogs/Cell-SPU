==> ./design.v <==
module Simple_Fixed_2 (
    clock,
    reset,
    op_code,
    instr_format,
    dest_reg_addr,
    src_reg_a,
    src_reg_b,
    imm_value,
    enable_reg_write,
    wb_data,
    wb_reg_addr,
    wb_enable_reg_write,
    branch_is_taken,
    delayed_rt_addr,
    delayed_enable_reg_write
);
  input clock, reset;
  input [0:10] op_code;
  input [2:0] instr_format;
  input [0:6] dest_reg_addr;
  input [0:127] src_reg_a, src_reg_b;
  input [0:17] imm_value;
  input enable_reg_write;
  input branch_is_taken;
  output logic [0:127] wb_data;
  output logic [0:6] wb_reg_addr;
  output logic wb_enable_reg_write;
  logic [3:0][0:127] delayed_rt_data;
  output logic [3:0][0:6] delayed_rt_addr;
  output logic [3:0] delayed_enable_reg_write;
  logic [6:0] i;
  logic [0:127] temporary_variable, s;
  always_comb begin
    wb_data = delayed_rt_data[2];
    wb_reg_addr = delayed_rt_addr[2];
    wb_enable_reg_write = delayed_enable_reg_write[2];
  end
  always_ff @(posedge clock) begin
    if (reset == 1) begin
      delayed_rt_data[3] <= 0;
      delayed_rt_addr[3] <= 0;
      delayed_enable_reg_write[3] <= 0;
      for (i = 0; i < 3; i = i + 1) begin
        delayed_rt_data[i] <= 0;
        delayed_rt_addr[i] <= 0;
        delayed_enable_reg_write[i] <= 0;
      end
    end else begin
      delayed_rt_data[3] <= delayed_rt_data[2];
      delayed_rt_addr[3] <= delayed_rt_addr[2];
      delayed_enable_reg_write[3] <= delayed_enable_reg_write[2];
      delayed_rt_data[2] <= delayed_rt_data[1];
      delayed_rt_addr[2] <= delayed_rt_addr[1];
      delayed_enable_reg_write[2] <= delayed_enable_reg_write[1];
      delayed_rt_data[1] <= delayed_rt_data[0];
      delayed_rt_addr[1] <= delayed_rt_addr[0];
      delayed_enable_reg_write[1] <= delayed_enable_reg_write[0];
      if (instr_format == 0 && op_code == 0) begin
        delayed_rt_data[0] <= 0;
        delayed_rt_addr[0] <= 0;
        delayed_enable_reg_write[0] <= 0;
      end else begin
        delayed_rt_addr[0] <= dest_reg_addr;
        delayed_enable_reg_write[0] <= enable_reg_write;
        if (branch_is_taken) begin
          delayed_rt_data[0] <= 0;
          delayed_rt_addr[0] <= 0;
          delayed_enable_reg_write[0] <= 0;
        end else if (instr_format == 0) begin
          case (op_code)
            11'b00001011111: begin
              for (int i = 0; i < 8; i = i + 1) begin
                bit [4:0] shift_amount;
                shift_amount = src_reg_b[(i*16)+:5];
                if (shift_amount < 16) begin
                  delayed_rt_data[0][(i*16)+:16] = src_reg_a[(i*16)+:16] << shift_amount;
                end else begin
                  delayed_rt_data[0][(i*16)+:16] = 16'h0000;
                end
              end
            end
            11'b00001111111: begin
              for (i = 0; i <= 15; i = i + 2) begin
                s = (imm_value & 7'h1F);
                temporary_variable = src_reg_a[(i*8)+:16];
                for (int b = 0; b < 16; b = b + 1) begin
                  if (b + s < 16) delayed_rt_data[0][(i*8)+b] = temporary_variable[b+s];
                  else delayed_rt_data[0][(i*8)+b] = 0;
                end
              end
            end
            11'b00001011011: begin
              for (int i = 0; i < 16; i = i + 4) begin
                bit [5:0] shift_amount;
                shift_amount = src_reg_b[(i*8)+:32] & 32'h0000003F;
                delayed_rt_data[0][(i * 8) +: 32] = (shift_amount < 32) ? (src_reg_a[(i * 8) +: 32] << shift_amount) : 32'h00000000;
              end
            end
            11'b00001011100: begin
              for (i = 0; i <= 15; i = i + 2) begin
                temporary_variable[0:15] = src_reg_a[(i*8)+:16];
                for (int b = 0; b < 16; b = b + 1) begin
                  if ((b + (src_reg_b[(i*8)+:16] & 16'h000F)) < 16) begin
                    delayed_rt_data[0][(i*8)+b] = temporary_variable[b+(src_reg_b[(i*8) +: 16] & 16'h000F)];
                  end else begin
                    delayed_rt_data[0][(i*8)+b] = temporary_variable[b+(src_reg_b[(i*8) +: 16] & 16'h000F)-16];
                  end
                end
              end
            end
            11'b00001011000: begin
              for (i = 0; i <= 15; i = i + 4) begin
                temporary_variable[0:31] = src_reg_a[(i*8)+:32];
                for (int b = 0; b < 32; b = b + 1) begin
                  if ((b + (src_reg_b[(i*8)+:32] & 32'h0000001F)) < 32) begin
                    delayed_rt_data[0][(i*8)+b] = temporary_variable[b+(src_reg_b[(i*8) +: 32] & 32'h0000001F)];
                  end else begin
                    delayed_rt_data[0][(i*8)+b] = temporary_variable[b+(src_reg_b[(i*8) +: 32] & 32'h0000001F)-32];
                  end
                end
              end
            end
            11'b00001111011: begin
              bit [6:0] shift_amount;
              shift_amount = imm_value[11:17];
              for (int i = 0; i <= 15; i = i + 4) begin
                bit [31:0] temporary_variable;
                temporary_variable = src_reg_a[(i*8)+:32];
                for (int b = 0; b < 32; b = b + 1) begin
                  if (b + shift_amount < 32)
                    delayed_rt_data[0][(i*8)+b] = temporary_variable[b+shift_amount];
                  else delayed_rt_data[0][(i*8)+b] = 0;
                end
              end
            end
            11'b00001111100: begin
              bit [6:0] shift_amount;
              shift_amount = imm_value[11:17];
              for (int i = 0; i <= 15; i = i + 2) begin
                bit [15:0] temporary_variable;
                temporary_variable = src_reg_a[(i*8)+:16];
                for (int b = 0; b < 16; b = b + 1) begin
                  int rotated_index;
                  rotated_index = (b + (shift_amount & 16'h000F)) % 16;
                  delayed_rt_data[0][(i*8)+b] = temporary_variable[rotated_index];
                end
              end
            end
            11'b00001111000: begin
              bit [6:0] shift_amount;
              shift_amount = imm_value[11:17];
              for (int i = 0; i <= 15; i = i + 4) begin
                bit [31:0] temporary_variable;
                temporary_variable = src_reg_a[(i*8)+:32];
                for (int b = 0; b < 32; b = b + 1) begin
                  int rotated_index;
                  rotated_index = (b + (shift_amount & 32'h0000001F)) % 32;
                  delayed_rt_data[0][(i*8)+b] = temporary_variable[rotated_index];
                end
              end
            end
          endcase
        end
      end
    end
  end
endmodule
==> ./run.sh <==
#!/bin/bash
# OpenROAD 26Q1-2900-gdf79404cd8, Yosys 0.63+post, stock flow scripts
make -C /OpenROAD-flow-scripts/flow DESIGN_CONFIG=/design/flow/config.mk WORK_HOME=/design/flow/orfs finish
==> ./config.mk <==
export PLATFORM = sky130hd
export DESIGN_NAME = Simple_Fixed_2
export DESIGN_NICKNAME = Simple_Fixed_2
export VERILOG_FILES = /design/flow/design.v
export SDC_FILE = /design/flow/constraint.sdc
export NUM_CORES = 4
export LEC_CHECK = 1
export CORE_UTILIZATION = 40
==> ./constraint.sdc <==
current_design Simple_Fixed_2

set clk_period 25.7
set clk_io_pct 0.2

create_clock -name clk0 -period $clk_period [get_ports {clock}]

set non_clock_inputs [all_inputs -no_clocks]
set_input_delay [expr $clk_period * $clk_io_pct] -clock clk0 $non_clock_inputs
set_output_delay [expr $clk_period * $clk_io_pct] -clock clk0 [all_outputs]
==> flow_summary_export.csv <==
group,metric,value,unit
grt,antenna_found_initial,33,
clocking,ctsResizeCount,0,
sta,slew_headroom,19.16,%
routing,drtAntennaViolNets,0,
clocking,cts_tree,"done",
yosys,synth_flops,416,
yosys,area_leaders,"mux4_2 27%, dfxtp_1 14%, mux2i_1 13%",
clocking,ctsHtreeMaxLevel,2,
yosys,ys_area,59120,sq um
routing,drt_iter0_drc,6262,
yosys,top_cell_area_share,27.09,%
routing,drc,0,
critical_path,cp_top_family,"AND-OR/OR-AND gates",
placed_design,port_buffers,407,
clocking,clk_pin_slew,0.06,ns
floorplanning,core_area,146100,sq um
floorplanning,ios,467,
clocking,cts_hold_buf,0,
cells_and_area,final_layout_size_suffix_gt1_share,23.91,%
yosys,common_cells,"756 x mux2i_1, 711 x mux4_2, 584 x nand2_1",
floorplanning,fp-row-count,140,
yosys,avgSynthCellArea,9.162,sq um
critical_path,endpoint_kind,"flip-flop",
critical_path,crit_type,"input port to flip-flop",
sta,fmaxAchievable,0.1064,GHz
grt,grt_max_degree,130,
sta,whs,0.4077,ns
yosys,synth_top_cell_by_area,"mux4_2",
floorplanning,die_w,386.5,um
yosys,xor_share,2.709,%
grt,track_usage,44.65,%
sta,worst_pin_slew,1.200,ns
sta,period_used_share,36.57,%
yosys,netlist-cell-type-count,90,
yosys,aoi_share,15.43,%
yosys,syn_inst,6453,
power,leakagePower,24.53,nW
yosys,top_cell,"mux2i_1",
grt,grt_pass1_wl,452.0,mm
hold_path,hold_path_class,"flip-flop to flip-flop",
clocking,cts_buffer_depth,3,
yosys,edf_count,0,
sta,finalSetupViolCount,0,
clocking,numCtsBuffers,47,
clocking,cts.sink_count,416,
sta,maxSlewViolCount,0,
sta,tns,0,ns
power,power.density,40.56,nW/um^2
critical_path,crit_buf_inv,3,
yosys,async_flop_share,0,%
yosys,yosysSeqAreaShare,14.09,%
cells_and_area,area.growth.synth_to_final,11.69,%
clocking,clk_latency,0.67,ns
critical_path,r2r_slack,24.12,ns
routing,firstDrtPassIters,6,
critical_path,crit_top_cell,"buf_4",
sta,hold_viol_final,0,
yosys,ys.flop_type,"dfxtp_1",
placed_design,gp_congestion,1.086,
sta,skew,0.07679,ns
routing,via_per_inst,6.992,
critical_path,cp-start-kind,"input port",
placed_design,dpl.hpwl,237.0,mm
outcome,status,"finished, final reports clean",
yosys,ys_sh_adder,1.968,%
yosys,ys_cells,6453,
routing,vias,58500,
floorplanning,fp_util,40.47,%
critical_path,worst_ep_required_time,26.20,ns
yosys,mux_share,44.77,%
yosys,synth_warnings,1,
routing,wl,327.8,mm
yosys,logic_family,"multiplexers",
floorplanning,die_area,149300,sq um
yosys,synthSimpleGateAreaFrac,13.02,%
grt,gr-total-overflow,0,
flow_run,maxCapViolCount,0,
sta,grt_setup_unrepaired,"false",
critical_path,critPathMaxStageDelay,1.00,ns
clocking,cts_setup_buffers,0,
yosys,netlist_area,59120,sq um
floorplanning,fp.dieH,386.5,um
critical_path,path_max_fanout,33,
clocking,root_buffer,"clkbuf_16",
critical_path,cpMaxStageDelayCell,"a311oi_1",
flow_run,warnings,157,
power,ir_drop,0.03554,mV
sta,final.min_clock_period,9.399,ns
routing,wl_per_cell,39.18,um
critical_path,crit_chain,"clkdlybuf4s50_1 -> and2_1 -> and4_1 -> buf_4 -> mux2i_1 -> buf_4 -> o21ai_0 -> o311ai_1 -> a311oi_1 -> a21oi_1",
critical_path,cp_data_arrival_time,9.90,ns
grt,grt_pass1_vias,55770,
==> cell families (layout without fill, tap and decap cells) <==
group / count (synthesis) / in the layout
DFF: 416 / 416
other: 0 / 12
muxes: 1723 / 1723
xor gates and xnor gates: 182 / 182
AOI/OAI and AO/OA: 1430 / 1430
adders and majority gates: 93 / 93
and+or+nand+nor: 1622 / 1622
buffers and inverters: 987 / 971
==> registers in the layout (all words and copies together), names as in the netlist <==
register                  count
wb_data                     128
delayed_rt_addr              28
delayed_enable_reg_write      4
delayed_rt_data             256
==> final timing paths <==
| path | depth (start not counted) | start | endpoint |
|---|---|---|---|
| max | 10 | op_code[9] | delayed_rt_data[30]$_SDFFE_PP0P_ |
| min | 1 | delayed_rt_data[105]$_SDFFE_PP0P_ | delayed_rt_data[233]$_SDFF_PP0_ |
| max reg2reg | 4 | delayed_rt_data[2]$_SDFFE_PP0P_ | delayed_rt_data[2]$_SDFFE_PP0P_ |
| min reg2reg | 1 | delayed_rt_data[105]$_SDFFE_PP0P_ | delayed_rt_data[233]$_SDFF_PP0_ |
==> routing by layer <==
layer	wire length, um	global-route usage, %
met1	121600	57.93
met4	19050	20.04
met3	53510	26.34
met2	132800	60.00
met5	890	3.052
==> placed cells by master (no fill, tap or decap), drive strengths merged, types with 19 or more instances in the layout <==
cell,count
a2111oi,42
a211oi,79
a21o,19
a21oi,333
a221oi,40
a22oi,38
a31oi,57
and2,37
and3,24
buf,408
clkbuf,67
clkdlybuf4s50,391
dfxtp,416
ha,93
inv,92
mux2,255
mux2i,757
mux4,711
nand2,584
nand2b,20
nand3,88
nand4,21
nor2,359
nor2b,328
nor3,75
nor4,27
o211ai,63
o21ai,398
o221ai,29
o22ai,121
o31ai,24
xnor2,137
xor2,45
==> through the flow <==
step	total power [mW]	setup slack (ns)	utilization (%)	std cells	instance area, sq um
floorplan	1.507	16.71	-	6453	59120
global placement	1.932	15.72	44.06	8267	64370
detailed placement	1.935	15.72	44.06	8267	64370
CTS	2.649	16.34	45.18	8354	66000
global route	2.766	16.10	45.18	8356	66000
finish	2.678	16.30	45.20	8366	66030
==> layout make-up <==
| type | instances | area [sq um] |
|---|---|---|
| Antenna cell | 12 | 30.03 |
| Clock buffer | 67 | 1383 |
| Clock inverter | 20 | 246.5 |
| Fill cell | 14070 | 80060 |
| Inverter | 85 | 321.6 |
| Multi-Input combinational cell | 5050 | 46340 |
| Sequential cell | 416 | 8328 |
| Tap cell | 1917 | 2399 |
| Timing Repair Buffer | 799 | 6980 |
==> power by group <==
group	switching [mW]	internal, mW	total (mW)
clock	0.307	0.404	0.710
combinational	0.785	0.536	1.32
sequential	0.000697	0.646	0.647
total	1.09	1.59	2.68
Power and IR drop assume default switching activity.
